### design/flow/design.v
interface uart_if
  #(parameter
    DATA_WIDTH = 8);
   logic                  sig;
   logic [DATA_WIDTH-1:0] data;
   logic                  valid;
   logic                  ready;
   modport tx(output sig,
              input  data,
              input  valid,
              output ready);
   modport rx(input  sig,
              output data,
              output valid,
              input  ready);
endinterface
module ram #(parameter 
             SIZE = 8)(clock, wr_en, addr, din, dout);
input clock;
input wr_en;
input [7:0] addr;
input [7:0] din;
output [7:0] dout;
reg [7:0] RAM [SIZE];
reg [7:0] dout;
always @(posedge clock) begin
        if (wr_en) begin
            RAM[addr]<=din;
        end
        dout <= RAM[addr];
end
endmodule
module top(
    input bit clock,
    input bit reset,
    input bit sig_rx,                    
    output bit sig_tx,                   
    output logic [1:0]states_led         
);
localparam  MEM_SIZE = 11;
logic [7:0]  mem_addr, mem_addr_temp;
logic [5:0] colors;
initial begin
    mem_addr = 3'b0;
    rx.ready = 'b0;
    tx.valid = 'b0;    
end
    typedef enum integer { 
        idle = 0,
        init = 1,
        receiving = 2,
        pre_sending = 3,
        sending = 4,
        pre_receiving = 5,
        mem_dout_time = 8
    } states;
states EA = idle;  
always @(posedge clock) begin
    if(~reset) begin
        case(EA) 
            idle: begin
                EA <= init;
            end
            init: begin
                EA <= receiving;
                rx.ready <= 'b1;
                tx.valid <= 'b0;
            end
            receiving: begin
                colors <= 'b100100;                              
                if(rx.valid == 'b1 && rx.ready == 'b1) begin     
                    mem_addr <= mem_addr + 3'b001;
                    if(rx.data ==  'd97) begin
                        mem_addr <= 'b0;         
                        rx.ready <= 'b0;         
                        EA <= mem_dout_time;  
                        mem_addr_temp <= mem_addr;   
                    end else if(mem_addr == (MEM_SIZE-1)) begin           
                        mem_addr <= 'b0;         
                        rx.ready <= 'b0;         
                        mem_addr_temp <= mem_addr;
                        EA <= mem_dout_time;     
                    end else begin
                        EA <= receiving;
                    end
                end
            end
            sending: begin
                colors <= 'b010010;                              
                if(tx.ready == 'b1) begin                        
                    mem_addr <= mem_addr + 3'b001;
                    EA <= mem_dout_time;                         
                    if(mem_addr == (MEM_SIZE-1)|| mem_addr == mem_addr_temp ) begin
                        mem_addr <= 'b0;
                        rx.ready <= 'b1;
                        tx.valid <= 'b0;
                        mem_addr_temp <= MEM_SIZE;
                        EA <= pre_receiving;
                    end else begin
                    EA <= sending;
                end
                end
            end
            pre_receiving: begin                                 
                EA <= receiving;
            end
            mem_dout_time: begin                                 
                EA <= pre_sending;
            end
            pre_sending:begin                                    
                tx.valid <= 'b1;    
                EA <= sending;
            end
        endcase
    end else begin
        EA <= idle;
        mem_addr <= '0;
        colors <= 'b111111;
    end
end
always_comb begin
    sig_tx = tx.sig;  
    rx.sig = sig_rx;  
    states_led = colors[1:0];
end
uart_if #(8) tx(); 
uart_if #(8) rx();
ram #(MEM_SIZE)mem( .clock      (clock),
                    .wr_en      (rx.valid && rx.ready),  
                    .addr       (mem_addr),
                    .din        (rx.data),               
                    .dout       (tx.data));              
uart #(8, 115200, 200_000_000 ) uart (
    .rxif       (rx),
    .txif       (tx),
    .clk        (clock),
    .rstn       (~reset)
);
endmodule
module uart
  #(parameter
    DATA_WIDTH = 8,
    BAUD_RATE  = 115200,
    CLK_FREQ   = 200_000_000)
   (uart_if.rx   rxif,
    uart_if.tx   txif,
    input logic  clk,
    input logic  rstn);
   uart_tx #(DATA_WIDTH, BAUD_RATE, CLK_FREQ)
   uart_tx_inst(.txif(txif),
                .clk(clk),
                .rstn(rstn));
   uart_rx #(DATA_WIDTH, BAUD_RATE, CLK_FREQ)
   uart_rx_inst(.rxif(rxif),
                .clk(clk),
                .rstn(rstn));
endmodule
module uart_rx
  #(parameter
    DATA_WIDTH = 8,
    BAUD_RATE  = 115200,
    CLK_FREQ   = 200_000_000,
    localparam
    LB_DATA_WIDTH    = $clog2(DATA_WIDTH),
    PULSE_WIDTH      = CLK_FREQ / BAUD_RATE,
    LB_PULSE_WIDTH   = $clog2(PULSE_WIDTH),
    HALF_PULSE_WIDTH = PULSE_WIDTH / 2)
   (uart_if.rx  rxif,
    input logic clk,
    input logic rstn);
   function majority5(input [4:0] val);
      case(val)
        5'b00000: majority5 = 0;
        5'b00001: majority5 = 0;
        5'b00010: majority5 = 0;
        5'b00100: majority5 = 0;
        5'b01000: majority5 = 0;
        5'b10000: majority5 = 0;
        5'b00011: majority5 = 0;
        5'b00101: majority5 = 0;
        5'b01001: majority5 = 0;
        5'b10001: majority5 = 0;
        5'b00110: majority5 = 0;
        5'b01010: majority5 = 0;
        5'b10010: majority5 = 0;
        5'b01100: majority5 = 0;
        5'b10100: majority5 = 0;
        5'b11000: majority5 = 0;
        default:  majority5 = 1;
      endcase
   endfunction
   logic [1:0] sampling_cnt;
   logic [4:0] sig_q;
   logic       sig_r;
   always_ff @(posedge clk) begin
      if(!rstn) begin
         sampling_cnt <= 0;
         sig_q        <= 5'b11111;
         sig_r        <= 1;
      end
      else begin
         if(sampling_cnt == 0) begin
            sig_q <= {rxif.sig, sig_q[4:1]};
         end
         sig_r        <= majority5(sig_q);
         sampling_cnt <= sampling_cnt + 1;
      end
   end
   typedef enum logic [1:0] {STT_DATA,
                             STT_STOP,
                             STT_WAIT
                             } statetype;
   statetype                 state;
   logic [DATA_WIDTH-1:0]   data_tmp_r;
   logic [LB_DATA_WIDTH:0]  data_cnt;
   logic [LB_PULSE_WIDTH:0] clk_cnt;
   logic                    rx_done;
   always_ff @(posedge clk) begin
      if(!rstn) begin
         state      <= STT_WAIT;
         data_tmp_r <= 0;
         data_cnt   <= 0;
         clk_cnt    <= 0;
      end
      else begin
         case(state)
           STT_DATA: begin
              if(0 < clk_cnt) begin
                 clk_cnt <= clk_cnt - 1;
              end
              else begin
                 data_tmp_r <= {sig_r, data_tmp_r[DATA_WIDTH-1:1]};
                 clk_cnt    <= PULSE_WIDTH;
                 if(data_cnt == DATA_WIDTH - 1) begin
                    state <= STT_STOP;
                 end
                 else begin
                    data_cnt <= data_cnt + 1;
                 end
              end
           end
           STT_STOP: begin
              if(0 < clk_cnt) begin
                 clk_cnt <= clk_cnt - 1;
              end
              else if(sig_r) begin
                 state <= STT_WAIT;
              end
           end
           STT_WAIT: begin
              if(sig_r == 0) begin
                 clk_cnt  <= PULSE_WIDTH + HALF_PULSE_WIDTH;
                 data_cnt <= 0;
                 state    <= STT_DATA;
              end
           end
           default: begin
              state <= STT_WAIT;
           end
         endcase
      end
   end
   assign rx_done = (state == STT_STOP) && (clk_cnt == 0);
   logic [DATA_WIDTH-1:0] data_r;
   logic                  valid_r;
   always_ff @(posedge clk) begin
      if(!rstn) begin
         data_r  <= 0;
         valid_r <= 0;
      end
      else if(rx_done && !valid_r) begin
         valid_r <= 1;
         data_r  <= data_tmp_r;
      end
      else if(valid_r && rxif.ready) begin
         valid_r <= 0;
      end
   end
   assign rxif.data  = data_r;
   assign rxif.valid = valid_r;
endmodule
module uart_tx
  #(parameter
    DATA_WIDTH = 8,
    BAUD_RATE  = 115200,
    CLK_FREQ   = 200_000_000,
    localparam
    LB_DATA_WIDTH    = $clog2(DATA_WIDTH),
    PULSE_WIDTH      = CLK_FREQ / BAUD_RATE,
    LB_PULSE_WIDTH   = $clog2(PULSE_WIDTH),
    HALF_PULSE_WIDTH = PULSE_WIDTH / 2)
   (uart_if.tx   txif,
    input logic  clk,
    input logic  rstn);
   typedef enum logic [1:0] {STT_DATA,
                             STT_STOP,
                             STT_WAIT
                             } statetype;
   statetype                 state;
   logic [DATA_WIDTH-1:0]     data_r;
   logic                      sig_r;
   logic                      ready_r;
   logic [LB_DATA_WIDTH-1:0]  data_cnt;
   logic [LB_PULSE_WIDTH:0]   clk_cnt;
   always_ff @(posedge clk) begin
      if(!rstn) begin
         state    <= STT_WAIT;
         sig_r    <= 1;
         data_r   <= 0;
         ready_r  <= 1;
         data_cnt <= 0;
         clk_cnt  <= 0;
      end
      else begin
         case(state)
           STT_DATA: begin
              if(0 < clk_cnt) begin
                 clk_cnt <= clk_cnt - 1;
              end
              else begin
                 sig_r   <= data_r[data_cnt];
                 clk_cnt <= PULSE_WIDTH;
                 if(data_cnt == DATA_WIDTH - 1) begin
                    state <= STT_STOP;
                 end
                 else begin
                    data_cnt <= data_cnt + 1;
                 end
              end
           end
           STT_STOP: begin
              if(0 < clk_cnt) begin
                 clk_cnt <= clk_cnt - 1;
              end
              else begin
                 state   <= STT_WAIT;
                 sig_r   <= 1;
                 clk_cnt <= PULSE_WIDTH + HALF_PULSE_WIDTH;
              end
           end
           STT_WAIT: begin
              if(0 < clk_cnt) begin
                 clk_cnt <= clk_cnt - 1;
              end
              else if(!ready_r) begin
                 ready_r <= 1;
              end
              else if(txif.valid) begin
                 state    <= STT_DATA;
                 sig_r    <= 0;
                 data_r   <= txif.data;
                 ready_r  <= 0;
                 data_cnt <= 0;
                 clk_cnt  <= PULSE_WIDTH;
              end
           end
           default: begin
              state <= STT_WAIT;
           end
         endcase
      end
   end
   assign txif.sig   = sig_r;
   assign txif.ready = ready_r;
endmodule
### design/flow/run.sh
#!/bin/bash
# OpenROAD 26Q1-2900-gdf79404cd8, Yosys 0.63+post, stock flow scripts
make -C /OpenROAD-flow-scripts/flow DESIGN_CONFIG=/design/flow/config.mk WORK_HOME=/design/flow/orfs finish
### design/flow/config.mk
export PLATFORM = sky130hd
export DESIGN_NAME = top
export DESIGN_NICKNAME = top
export VERILOG_FILES = /design/flow/design.v
export SDC_FILE = /design/flow/constraint.sdc
export NUM_CORES = 4
export LEC_CHECK = 1
export CORE_UTILIZATION = 40
### design/flow/constraint.sdc
current_design top

set clk_period 3.5
set clk_io_pct 0.2

create_clock -name clk0 -period $clk_period [get_ports {clock}]

set non_clock_inputs [all_inputs -no_clocks]
set_input_delay [expr $clk_period * $clk_io_pct] -clock clk0 $non_clock_inputs
set_output_delay [expr $clk_period * $clk_io_pct] -clock clk0 [all_outputs]
==> tab_implementation.tex <==
% Generated from flow reports
\begin{tabular}{lr}
\hline
Metric & Value \\
\hline
\multicolumn{2}{l}{\textbf{Status}} \\
Status & complete, no violations \\
\multicolumn{2}{l}{\textbf{Min path}} \\
Worst Hold Class & flop to flop \\
\multicolumn{2}{l}{\textbf{Timing}} \\
Worst hold margin & 0.4207 ns \\
Final Hold Fails & 0 \\
Transition time at the pin with the least slew margin & 0.8298 ns \\
Remaining max-slew budget at the tightest pin & 0.4425 \\
Count of final max-slew check failures & 0 \\
RSZ-0062 raised after global routing & no \\
FMAX & 398.9 MHz \\
Fin crit share & 0.7162 \\
Setup total negative slack & 0 ns \\
Final-report setup violation count & 0 \\
Maximum clock skew at final layout & 0.01015 ns \\
Post-layout min period & 2.507 ns \\
\multicolumn{2}{l}{\textbf{Final layout}} \\
Number of filler cells placed in the layout & 1804 \\
Area growth from synthesis to layout & 10.05\% \\
Top Layout Cells & 98 x edfxtp\_1, 93 x dfxtp\_1, 64 x nor2\_1, 53 x nand2\_1, 47 x a21oi\_1 \\
Final instance area & 9290 um\^{}2 \\
Top cell excl fill/tap & edfxtp\_1 \\
Share of post-route cells with drive strength above 1 & 0.1000 \\
Utilization of the core after routing & 0.4547 \\
Gate Area & 3377 um\^{}2 \\
Area taken by flip-flops and latches & 4826 um\^{}2 \\
\multicolumn{2}{l}{\textbf{Power}} \\
Power per cell area & 560.8 nW/um\^{}2 \\
Highest ir drop seen on vdd & 0.0003046 V \\
Leakage power figure & 3.172 nW \\
\multicolumn{2}{l}{\textbf{Synthesis}} \\
Number of standard cells after synthesis & 749 \\
Avg Synthesized Cell Area & 11.27 um\^{}2 \\
Post-synthesis async set-or-reset flop share & 0 \\
Top FF cell, synth & edfxtp\_1 \\
Register bit total from synthesis & 192 \\
Yosys stat area & 8442 um\^{}2 \\
Leading cell types by total area after synthesis & edfxtp\_1 35\%, dfxtp\_1 22\%, mux2i\_1 4.9\% \\
Top cell area share & 0.3486 \\
Mapped cell area & 8442 um\^{}2 \\
Synth warn & 54 \\
EDFF count, synth & 98 \\
Ys cells & 749 \\
Distinct cell type count after synthesis & 67 \\
Sequential element share of the synthesized area & 0.5715 \\
Biggest area consumer among synthesized cells & edfxtp\_1 \\
\multicolumn{2}{l}{\textbf{Worst setup path}} \\
Crit-path cells & inv\_1 > ha\_1 > or4b\_4 > nor3\_4 > nand2\_1 > or3\_1 > a31oi\_1 \\
Startpoint types & flop \\
Required time reported for the critical path endpoint & 3.84 ns \\
Slowest-stage cell, CP & nor3\_4 \\
CP Class & flop to flop \\
Maximum cell stage delay along the critical path & 0.54 ns \\
Highest net fanout along the worst path & 15 \\
Worst Setup End Kind & flop \\
Data arrival time of the worst path & 2.85 ns \\
\multicolumn{2}{l}{\textbf{Clocking}} \\
Clock Path Buffers & 2 \\
Later-pin clock latency in the skew report & 0.42 ns \\
Buffers inserted during post-CTS setup optimization & 0 \\
H-tree depth & 4 \\
Inserted Clock Buffers & 17 \\
Clock-pin slew on the worst setup and hold paths & 0.07 ns \\
\# clock sinks & 192 \\
CTS tree & done \\
Count of hold-fix buffers inserted at cts & 0 \\
Post-cts sizing count & 0 \\
CTS root buffer & clkbuf\_16 \\
\multicolumn{2}{l}{\textbf{Route}} \\
Routed len/inst & 16.38 um \\
DRC & 0 \\
Via count of the routed design & 5663 \\
Detailed-routing iteration count for the pre-antenna-repair pass & 5 \\
Number of DRC violations after detailed-routing iteration 0 & 336 \\
Aggregate routed wire length & 16710 um \\
Number of antenna cells inserted & 0 \\
Vias per cell & 5.552 \\
DRT antenna net count & 0 \\
\multicolumn{2}{l}{\textbf{GRT}} \\
Via count of the first global-routing pass & 5529 \\
Total routing resource utilization after global routing & 0.1693 \\
Number of antenna violations at the first check in global routing & 0 \\
Final global-route overflow total & 0 \\
Pin count of the biggest net entering global routing & 74 \\
Global-route wire length before repair & 27790 um \\
\multicolumn{2}{l}{\textbf{Floorplan}} \\
Vertical die dimension & 147.3 um \\
Floorplan Core Area & 20430 um\^{}2 \\
Rows & 52 \\
IO Pins & 6 \\
Chip area & 21690 um\^{}2 \\
Floorplan Utilization & 0.4132 \\
Die span in x & 147.3 um \\
\multicolumn{2}{l}{\textbf{Job}} \\
Reported max-cap violation count & 0 \\
OpenROAD warning count & 30 \\
\multicolumn{2}{l}{\textbf{Placement}} \\
Final estimated routing congestion in global placement & 0.9149 \\
Half-perimeter wire length after placement & 11030 um \\
IO Port Bufs & 5 \\
Placed inst area & 8713 um\^{}2 \\
\hline
\end{tabular}
## power breakdown
part	total, W	switching, W	internal [W]	leakage (nW)
sequential	0.00256	0.000121	0.00244	1.67
clock	0.00190	0.000791	0.00111	0.270
combinational	0.000744	0.000413	0.000331	1.23
## cells by family (layout without fill, tap and decap cells)
group	after synthesis	after routing	synth area share
multiplexers	62	62	0.09930
AND/OR/NAND/NOR	278	278	0.1719
AND-OR/OR-AND	129	129	0.09530
adder cells (fa/ha/maj)	13	13	0.01897
buffers and inverters	61	62	0.02845
XOR/XNOR	14	14	0.01453
flip-flops	192	192	0.5715
## per-stage QoR
stage	power (W)	instances	worst slack, ns
final	0.005210	1020	0.9934
after global routing	0.005479	1020	0.8056
after CTS	0.005235	1020	1.005
after detailed placement	0.003344	989	1.040
after global placement	0.003331	989	1.058
after floorplan	0.003198	749	0.8002
## sequential cells by signal, indices dropped and copies added (netlist names), 2 cells and up
| signal | flops |
|---|---|
| EA | 4 |
| uart.uart_tx_inst.data_r | 8 |
| uart.uart_rx_inst.data_tmp_r | 8 |
| uart.uart_tx_inst.data_cnt | 3 |
| uart.uart_rx_inst.state | 3 |
| uart.uart_tx_inst.state | 3 |
| mem_addr | 8 |
| mem.RAM | 88 |
| uart.uart_tx_inst.clk_cnt | 12 |
| mem_addr_temp | 8 |
| colors | 2 |
| uart.uart_rx_inst.sig_q | 5 |
| uart.uart_rx_inst.sampling_cnt | 2 |
| uart.uart_rx_inst.clk_cnt | 12 |
| uart.uart_rx_inst.data_cnt | 4 |
| mem.dout | 8 |
| uart.uart_rx_inst.data_r | 8 |
## metal layers
layer	global-route usage	share of wire
met1	0.2463	0.45
met2	0.2592	0.47
met3	0.06719	0.071
met4	0.02062	0.012
met5	0	0
## area by class of cell
class	instances	share of cell area
Timing Repair Buffer	13	0.01131
Multi-Input combinational cell	496	0.3635
Tap cell	270	0.03636
Clock buffer	19	0.04660
Sequential cell	192	0.5195
Inverter	18	0.007273
Clock inverter	12	0.01549
## cell usage after synthesis, drive strengths merged, types with 9 or more instances
cell    instances
edfxtp         98
dfxtp          94
nor2           66
nand2          53
a21oi          47
mux2i          41
clkbuf         34
nand3          33
nor3           33
o21ai          31
inv            17
mux4           17
nor2b          13
nor4           13
ha             12
and3           11
xor2           11
o211ai         10
buf             9
## final timing paths
| check | from | end | slack [ns] | depth (start not counted) |
|---|---|---|---|---|
| setup / recovery | uart.uart_rx_inst.clk_cnt[0] | uart.uart_rx_inst.data_cnt[3] | 0.99 | 7 |
| hold / removal | uart.uart_rx_inst.sampling_cnt[0] | uart.uart_rx_inst.sampling_cnt[0] | 0.42 | 1 |
| setup reg to reg | uart.uart_rx_inst.clk_cnt[0] | uart.uart_rx_inst.data_cnt[3] | 0.99 | 7 |
| hold reg to reg | uart.uart_rx_inst.sampling_cnt[0] | uart.uart_rx_inst.sampling_cnt[0] | 0.42 | 1 |
## critical path: cells and delay by family (launching register included)
family | cells | cell delay, ns
adder cells (fa/ha/maj) | 1 | 0.18
AND/OR/NAND/NOR | 4 | 1.65
AND-OR/OR-AND | 1 | 0.17
buffers and inverters | 1 | 0.09
flip-flops | 1 | 0.34
Power figures rest on the tool's default switching activity, not on a simulated workload.
